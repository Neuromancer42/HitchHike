--- flow/design.v ---
`timescale 1ns/100ps
module data_source( clock, reset, trigger, input_data, output_data, sending, mac_data );
input clock, reset;
input trigger;
input[9:0] input_data;
input sending;
input[15:0] mac_data;
output reg output_data;
reg[143:0] state;
reg[15:0] counter;
reg[7:0] data1;
reg[7:0] data2;
reg[7:0] data3;
reg[7:0] data4;
reg[7:0] data5;
always @(posedge clock or negedge reset)
begin
    if (!reset)
    begin
        output_data <= 0;
        data1 <= #1 8'b10010010;
        data2 <= input_data[7:0];
        data3[1:0] <= input_data[9:8];
        data2 <= #1 8'b10101010;
        data3[1:0] <= #1 2'b10;
        data3[7:2] <= #1 6'b000000;
        data4 <= #1 8'b00000000; 
        state[143:0] <= {data1,data1,data1,data1,data1,data1,mac_data[15:8],mac_data[15:8],mac_data[15:8],mac_data[7:0],mac_data[7:0],mac_data[7:0],mac_data[15:8],mac_data[15:8],mac_data[15:8],mac_data[7:0],mac_data[7:0],mac_data[7:0]}; 
        counter <= 0;
    end
    else if (trigger)
    begin
        if (counter==16'd0)
        begin
            counter <= counter+1;
            if (sending)
            begin
                output_data <= 1'b1;
            end
            else
            begin
                output_data <= 1'b0;
            end
        end
        else
        begin
            counter <= counter + 1;
            if (counter==16'd49)
                counter <= 0;
        end
    end
    else
    begin
        output_data <= 0;
        data1 <= #1 8'b10010010;
        data3[1:0] <= #1 2'b10;
        data3[7:2] <= #1 6'b000000;
        data4 <= #1 8'b00000000; 
        state[143:0] <= {data1,data1,data1,data1,data1,data1,mac_data[15:8],mac_data[15:8],mac_data[15:8],mac_data[7:0],mac_data[7:0],mac_data[7:0],mac_data[15:8],mac_data[15:8],mac_data[15:8],mac_data[7:0],mac_data[7:0],mac_data[7:0]}; 
        counter <= 0;
    end
end
endmodule
--- flow/run.sh ---
#!/bin/bash
# OpenROAD 26Q1-2900-gdf79404cd8, Yosys 0.63+post, stock flow scripts
make -C /OpenROAD-flow-scripts/flow DESIGN_CONFIG=/design/flow/config.mk WORK_HOME=/design/flow/orfs finish
--- flow/constraint.sdc ---
current_design data_source

set clk_period 2.5
set clk_io_pct 0.2

create_clock -name clk0 -period $clk_period [get_ports {clock}]

set non_clock_inputs [all_inputs -no_clocks]
set_input_delay [expr $clk_period * $clk_io_pct] -clock clk0 $non_clock_inputs
set_output_delay [expr $clk_period * $clk_io_pct] -clock clk0 [all_outputs]
--- flow/config.mk ---
export PLATFORM = sky130hd
export DESIGN_NAME = data_source
export DESIGN_NICKNAME = data_source
export VERILOG_FILES = /design/flow/design.v
export SDC_FILE = /design/flow/constraint.sdc
export NUM_CORES = 4
export LEC_CHECK = 1
export CORE_AREA = 10 10 85 85
export DIE_AREA = 0 0 95 95
==> flow_summary.toml <==
# synthesis and place-and-route metrics
[worst_setup_path]
slowest_delay_ns = 0.57
start_kind = "flip-flop"
worst-path-buf-inv = 0
crit_fanout = 16
cp_slowest_cell = "o21ai_2"
critical-path-top-delay-family = "simple AND/OR/NAND/NOR gates"
crit_type = "reg2reg"
setup.worst_path.end_class = "flip-flop"
cp.required_ns = 2.61
cp.arrival_ns = 1.85
path_cells = "nor4_1, nand3_1, o21ai_2, nor2_1"

[timing]
final_hold_viol_count = 0
setup_violations = 0
period_needed_ns = 1.74
achievable-frequency_ghz = 0.573
final.setup.tns_ns = 0
setup_slack_ns = 0.756
tightest_slew_ns = 0.723
finalMaxSlewViolations = 0
min_period_over_period_pct = 69.8
fin_skew_ns = 0.00106
rsz0062_at_grt = "false"
slew_headroom_pct = 51.6

[power]
clockPowerShare_pct = 38.5
seqPwrFrac_pct = 54.9
netSwitchingFraction_pct = 21.7
power_w = 0.000523
p_sw_w = 0.000113
vdd_ir_drop_max_mv = 0.154
intPower_w = 0.000410
comb_power_share_pct = 6.7
power_leakage_nw = 0.393
power_density_nw_per_um2 = 504

[grt]
antenna_found_initial = 0
grt_pass1_vias = 620
grt_max_degree = 18
grt_overflow = 0
grt_pass1_wl_microns = 2690
grt_use_total_pct = 3.55

[drt]
diodes = 0
drt-total-wl_microns = 1470
drc_errors = 0
via_count = 613
drtIter0Drc = 50
ant_nets = 0
viasPerCell = 3.63
wl_per_cell_microns = 8.70
drt_pre_antenna_iters = 4

[placed_design]
dpl_cell_area_sq_um = 992
pre_cts_ws_ns = 0.750
port_buffers = 4
routabilityCongestion = 0.913
dpl.hpwl_microns = 1050

[finish]
layout_top_cells = "nor2_1, dfrtp_1, xnor2_1, nand3_1, nor4_1"
final-seq-area_sq_um = 425
design_area_sq_um = 1040
nFillCells = 608
final-comb-area_sq_um = 418
area_delta_synth_final_pct = 18.1
layout-drive-gt1-share_pct = 6.19

[floorplan]
dieArea_sq_um = 9030
die_x_microns = 95
io-pin-count = 31
die_h_microns = 95
fp_util_pct = 16.0
rows = 27
coreArea_sq_um = 5470

[logic_synthesis]
syn_inst = 91
yosys_area_sq_um = 878
synth.distinct_cells = 18
ys_cells = 91
netlist_area_sq_um = 878
yosysWarningCount = 2
top_area_share_pct = 48.4
area_leaders = "dfrtp_1, xnor2_1, nor2_1"
avgSynthCellArea_sq_um = 9.65
ys_seq_share_pct = 48.4
yosysTopAreaCell = "dfrtp_1"
ys.flops = 17

[clocking]
clockBufferDepth = 2
path_clk_slew_ns = 0.06
insertion_delay_ns = 0.25
numCtsBuffers = 3
root_buffer = "clkbuf_8"
post_cts_buffers = 0
cts.sinks = 17
htree_levels = 1
post_cts_resized = 0
postCtsHoldBufs = 0
cts_tree = "done"

[flow_run]
maxCapViolCount = 0
tool_warnings = 53

[min_path]
hp-class = "reg2reg"

[status]
outcome = "finished, final reports clean"
per-layer routing:
metal | GRT usage [%] | part of all wire (%) | vias to the layer above
met3 | 0.481 | 2.4 | 4
met4 | 1.62 | 2.9 | 0
met2 | 5.95 | 48 | 12
li1 | - | - | 319
met1 | 4.44 | 47 | 278
met5 | 0 | 0 | -
cell type report:
class	instances	share of cell area, %
sequential	17	41.0
clock buffer	4	4.34
multi-input combinational	67	40.3
inverter	5	1.81
tap	72	8.69
timing repair buffer	4	3.86
power groups by stage:
| stage | logic, W | clock network [W] | registers (W) |
|---|---|---|---|
| after CTS | 0.0000360 | 0.000209 | 0.000287 |
| after global routing | 0.0000413 | 0.000223 | 0.000288 |
| final | 0.0000348 | 0.000201 | 0.000287 |
flip-flops by register name (all words and copies together), names as in the netlist:
| signal | flops |
|---|---|
| output_data | 1 |
| counter | 16 |
worst paths after layout:
path	depth (start not counted)	startpoint	end	slack, ns
min	2	output_data$_DFFE_PN0P_	output_data$_DFFE_PN0P_	0.54
min in group asynchronous	1	reset	counter[9]$_DFF_PN0_	0.68
min reg2reg	2	output_data$_DFFE_PN0P_	output_data$_DFFE_PN0P_	0.54
max	4	counter[3]$_DFF_PN0_	counter[11]$_DFF_PN0_	0.76
max reg2reg	4	counter[3]$_DFF_PN0_	counter[11]$_DFF_PN0_	0.76
max in group asynchronous	1	reset	counter[5]$_DFF_PN0_	1.36
tightest hold or removal path: stages (launching register included):
cell and delay [ns]:
dfrtp_1 0.38, nand2_1 0.07, mux2i_1 0.06
synth_stat cells:
cell type,instances
dfrtp_1,17
nor2_1,17
xnor2_1,11
nand3_1,9
nor4_1,8
inv_1,5
nand2_1,5
ha_1,3
nand4_1,3
nor3_1,3
xor2_1,3
and3_1,1
buf_6,1
clkbuf_2,1
mux2i_1,1
nor2_2,1
nor4b_2,1
o21ai_2,1
per-stage QoR:
step / instances / hold WS [ns] / utilization, %
after floorplan: 91 / 0.204 / -
after global placement: 165 / 0.524 / 18.1
after detailed placement: 165 / 0.531 / 18.1
after CTS: 169 / 0.543 / 19.0
after global routing: 169 / 0.582 / 19.0
final: 169 / 0.537 / 19.0
cell families after synthesis:
group | count (synthesis) | share of synthesized area [%]
simple gates | 48 | 27.2
flops | 17 | 48.4
xor+xnor | 14 | 14.0
buf+inv | 7 | 3.99
fa+ha+maj | 3 | 4.27
compound gates | 1 | 0.997
mux | 1 | 1.14
Power and IR drop assume default switching activity.
