--- design/flow/design.v ---
module mac( clock, reset, ord, cur_rand, ctg, cur_flag, cur_scheme, sending, head, datacmd, working);
parameter ITS_MAC_ADDR = 3'b000;
input clock, reset;
input[1:0] ord;
input[23:0] cur_rand;
input[1:0] ctg;
input[7:0] cur_flag;
input[47:0] cur_scheme;
output reg sending;
output reg head;
output reg datacmd;
output reg working;
reg[1:0] memo;
reg init, launch, blank, start, past;
reg counting, choosing, resuming, calculating;
reg awaitbeacon, awaitscheme, awaitheartbeat;
reg[7:0] flag;
reg[47:0] scheme;
reg[23:0] randint;
reg[2:0] rd;
reg[2:0] id;
reg[2:0] choice;
reg[3:0] i;
reg[3:0] j;
reg[3:0] cnt;
reg[9:0] counter;
reg[9:0] tick;
reg[9:0] frame_begin;
reg[9:0] data_len;
reg[9:0] cursor;
reg[15:0] data_size;
reg[15:0] data_sent;
reg[5:0] div_counter;
always @(posedge clock or negedge reset)
begin
    if (!reset) begin
        awaitbeacon <= 1'b1;
        awaitscheme <= 1'b0;
        awaitheartbeat <= 1'b0;
        div_counter <= 6'd0;
        init <= 1'b1;
        sending <= 1'b0;
        working <= 1'b0;
        memo <= 2'd0;
        data_size <= 16'd10;  
        data_sent <= 16'd0;
        id <= ITS_MAC_ADDR;
    end
    else if (div_counter == 6'd49) begin
        div_counter <= 6'd0;
        if (memo != ord) begin
            if (awaitbeacon == 1'b1 && ctg != 2'b01) begin
                memo <= ord;
            end
            else if (awaitscheme == 1'b1 && ctg != 2'b10) begin
                memo <= ord;
            end
            else if (awaitheartbeat == 1'b1 && ctg != 2'b11) begin
                memo <= ord;
            end
            else if (init) begin
                init <= 1'b0;
                launch <= 1'b1;
                blank <= 1'b0;
                start <= 1'b0;
                past <= 1'b0;
                counting <= 1'b1;   
                choosing <= 1'b0;
                calculating <= 1'b0;
                i <= 4'd0;
                j <= 4'd0;
                cnt <= 4'd0;
                flag <= cur_flag;
                scheme <= cur_scheme;
                randint <= cur_rand;
                sending <= 1'b0;
                working <= 1'b1;
            end
            else if (launch) begin
                if (ctg == 2'b01)
                begin
                    if (counting) begin
                        if (i == 4'd8) begin
                            i <= 4'd0;
                            counting <= 1'b0;
                            choosing <= 1'b1;
                        end
                        else begin
                            if (!flag[0]) begin
                                cnt <= cnt + 1;
                            end
                            i <= i + 1;
                            flag <= {flag[0], flag[7:1]};
                        end
                    end
                    else if (choosing) begin
                        if (!flag[0]) begin
                            if (cnt == 4'd1) begin
                                rd <= randint[2:0];
                                choosing <= 1'b0;
                                resuming <= 1'b1;
                                cnt <= 4'd0;
                            end
                            else begin
                                cnt <= cnt - 1;
                            end
                            randint <= {randint[2:0], randint[23:3]};
                        end
                        i <= i + 1;
                        flag <= {flag[0], flag[7:1]};
                    end
                    else if (resuming) begin
                        if (i == 4'd8) begin
                            i <= 4'd0;
                            resuming <= 1'b0;
                            calculating <= 1'b1;
                        end
                        else begin
                            i <= i + 1;
                            flag <= {flag[0], flag[7:1]};
                            randint <= {randint[2:0], randint[23:3]};
                        end
                    end
                    else if (calculating) begin
                        if (!flag[0]) begin
                            if (rd == 3'd0) begin
                                choice <= i;
                                calculating <= 1'b0;
                            end
                            else begin
                                rd <= rd - 1;
                            end
                        end
                        i <= i + 1;
                        flag <= {flag[0], flag[7:1]};
                    end
                    else begin
                        if (i == 4'd8) begin
                            i <= 4'd0;
                            launch <= 1'b0;
                            blank <= 1'b1;
                            counter <= 10'd0;
                            data_len <= 10'd0;
                            tick <= 10'd0;
                            if (choice == 3'd0) begin
                                frame_begin <= 10'd0;
                            end
                            else begin
                                frame_begin <= {3'b000, choice, 4'b0100};
                            end
                        end
                        else begin
                            i <= i + 1;
                            flag <= {flag[0], flag[7:1]};
                        end
                    end
                end
                else if (ctg == 2'b10) begin
                    if (counting) begin
                        if (i == choice) begin
                            data_len <= {1'b0, scheme[5:0], 3'b000};
                            counting <= 1'b0;
                            resuming <= 1'b1;
                        end
                        else begin
                            frame_begin <= frame_begin + {1'b0, scheme[5:0], 3'b000};
                        end
                        i <= i + 1;
                        scheme <= {scheme[5:0], scheme[47:6]};
                    end
                    else if (resuming) begin
                        if (i == 4'd8) begin
                            resuming <= 1'b0;
                            counter <= 10'd0;
                            launch <= 1'b0;
                            blank <= 1'b1;
                            i <= 4'd0;
                            tick <= 10'd0;
                            if (choice != 3'd0) begin
                                frame_begin <= frame_begin + {5'b00000, choice, 2'b00};
                            end
                        end
                        else begin
                            i <= i + 1;
                            scheme <= {scheme[5:0], scheme[47:6]};
                        end
                    end
                end
                else if (ctg == 2'b11)
                begin
                    counter <= 10'd0;
                    launch <= 1'b0;
                    blank <= 1'b1;
                    tick <= 10'd0;
                end
            end
            else if (blank) begin
                if (counter == frame_begin) begin
                    blank <= 1'b0;
                    start <= 1'b1;
                end
                else begin
                    counter <= counter + 1;
                end
            end
            else if (start) begin
                if (ctg == 2'b01) begin
                    datacmd <= 1'b0;
                    if (tick == 10'd20) begin
                        sending <= 1'b0;
                        start <= 1'b0;
                        past <= 1'b1;
                    end
                    else begin
                        sending <= 1'b1;
                        if (tick == 10'd0) begin
                            head <= 1'b0;
                        end
                        else if (tick[9:2] == 8'd0) begin
                            head <= id[2];
                            id <= {id[1:0], id[2]};
                        end
                        else begin
                            head <= data_size[15];
                            data_size <= {data_size[14:0], data_size[15]};
                        end
                        tick <= tick + 1;
                    end
                end
                else begin
                    if (tick == 10'd4) begin
                        if (cursor == data_len) begin
                            sending <= 1'b0;
                            start <= 1'b0;
                            past <= 1'b1;
                        end
                        else if (data_size == data_sent) begin
                            sending <= 1'b0;
                        end
                        else begin
                            sending <= 1'b1;
                            datacmd <= 1'b1;
                            data_sent <= data_sent + 1;
                        end
                    end
                    else begin
                        if (tick == 10'd1) begin
                            head <= 1'b1;
                        end
                        else begin
                            head <= id[2];
                            id <= {id[1:0], id[2]};
                        end
                        tick <= tick + 1;
                        sending <= 1'b1;
                        datacmd <= 1'b0;
                        cursor <= 10'd0;
                    end
                end
                counter <= counter + 1;
            end
            else if (past) begin
                if (ctg == 2'b01) begin
                    if (counter == 10'd160) begin
                        frame_begin <= 10'd0;
                        awaitbeacon <= 1'b0;
                        awaitscheme <= 1'b1;
                        past <= 1'b0;
                        working <= 1'b0;
                        memo <= ord;
                    end
                    else begin
                        counter <= counter + 1;
                    end
                end
                else begin
                    if (counter == 10'd576) begin
                        awaitscheme <= 1'b0;
                        awaitheartbeat <= 1'b1;
                        past <= 1'b0;
                        working <= 1'b0;
                        memo <= ord;
                    end
                    else begin
                        counter <= counter + 1;
                    end
                end
            end
        end
    end
    else begin
        div_counter <= div_counter + 1;
    end
end
endmodule
--- design/flow/constraint.sdc ---
current_design mac

set clk_period 7.2
set clk_io_pct 0.2

create_clock -name clk0 -period $clk_period [get_ports {clock}]

set non_clock_inputs [all_inputs -no_clocks]
set_input_delay [expr $clk_period * $clk_io_pct] -clock clk0 $non_clock_inputs
set_output_delay [expr $clk_period * $clk_io_pct] -clock clk0 [all_outputs]
--- design/flow/config.mk ---
export PLATFORM = sky130hd
export DESIGN_NAME = mac
export DESIGN_NICKNAME = mac
export VERILOG_FILES = /design/flow/design.v
export SDC_FILE = /design/flow/constraint.sdc
export NUM_CORES = 4
export LEC_CHECK = 1
export CORE_UTILIZATION = 30
--- design/flow/run.sh ---
#!/bin/bash
# OpenROAD 26Q1-2900-gdf79404cd8, Yosys 0.63+post, stock flow scripts
make -C /OpenROAD-flow-scripts/flow DESIGN_CONFIG=/design/flow/config.mk WORK_HOME=/design/flow/orfs finish
==> summary.txt <==
yosys + openroad results -> relative max-transition margin=39.61%, routability congestion estimate=0.8455, CTS tree=yes, vias in the first global route=6407, first-pass GRT wire length=33520 um, die width=184.0 um, Initial DRT Pass Iterations=4, clock sinks=189, critical path type=in -> reg, Chip Area=0.03384 mm^2, Mapped Area=0.009932 mm^2, clock-pin slew on the worst setup and hold paths=0.08 ns, Tot GR Track Use=12.85%, Post-CTS Setup Inserts=0, Most Frequent Cell on Critical Path=buf_4, vias=6715, Worst-Margin Slew=0.9058 ns, max-slew violations=0, clock buffer depth=2, maxcap violations=0, Vias/cell=4.824, Synth-to-Final Area Change=20.22%, RSZ-0062 raised after global routing=false, synthesized instance count=851, Mean Syn Cell Area=11.67 um^2, Most used DFF post-synth=edfxtp_1, final hold vios=0, share of cells above drive strength 1=15.79%, WL/cell=14.60 um, Root Driver=clkbuf_16, outcome=complete, no violations, number of enable flip-flop cells=140, leakage power=4.292 nW, Worst EP arrival=5.08 ns, crit-path max FO=34, final worst path period need=4.944 ns, Max Fclk=202.3 MHz, drt drc=0, initial antenna violation count=0, Worst path slowest cell=nor2_4, CTS resizes=0, Synth cell types=57, Hold WS=0.4808 ns, ys flops=189, setup TNS=0 ns, Non-Filler Instances=1392, Buf/Inv on CP=6, H-tree depth=4, crit end category=register, Ant. Diodes=0, Power Density=185.9 mW/mm^2, dpl cell area=0.01135 mm^2, die span in y=184.0 um, CTS buffer count=17, Final Instance Area=0.01194 mm^2, skew final=0.01462 ns, port buffer count=89, global route overflow=0, CP top delay family=buffers and inverters, ports placed on the boundary=90, post-synthesis async set-or-reset flop share=25.93%, CP max stage delay=0.66 ns, largest net degree at the start of global routing=68, final core utilization=36.70%, Inst Count DP=1360, Synth Seq Share=54.72%, switching pwr=517.1 uW, Int Pwr=1.702 mW, initial drt markers=417, cts-stage hold buffer count=0, startpoint types=primary input, critical path cell sequence=clkdlybuf4s50_1 > inv_1 > ha_1 > buf_4 > nor2b_1 > nor3_1 > nand3_1 > inv_1 > o21ai_0 > buf_4 > nor2_4 > buf_4, area reported by Yosys stat=0.009932 mm^2, OpenROAD warning count=36, clk latency late pin=0.45 ns, routed wire length=20320 um, core box area=0.03254 mm^2, FP Util=30.53%, synth warn=1, Yosys Instances=851, DPL Wire Length=13890 um, Comb power frac=4.7%, worst vdd ir=167.7 uV, Hold Path Class=reg -> reg, Final ANT Viol Nets=0, post-route clock period utilization=68.67%, Core Rows=66, Final setup viols=0, CP required=7.34 ns, Clock power frac=42.5%, switching part of the total power=23.30%, sequential share of power=52.8%
-- power groups by stage --
stage                 logic (mW)  registers (mW)  clock network (mW)
after CTS                  0.106            1.17               0.972
after global routing       0.115            1.17                1.02
final                      0.104            1.17               0.943
-- registers in the layout, indices dropped and copies added (netlist names), 2 cells and up --
signal	cells
div_counter	6
flag	8
rd	3
cnt	4
scheme	48
memo	2
frame_begin	10
data_size	16
data_len	6
tick	10
counter	10
data_sent	16
i	4
randint	24
id	3
choice	3
-- metrics by stage --
stage | setup slack, ns | power (mW)
floorplan | 1.838 | 1.237
global placement | 1.899 | 1.300
detailed placement | 1.854 | 1.301
CTS | 2.285 | 2.250
global route | 1.998 | 2.304
finish | 2.256 | 2.219
-- cell families after synthesis --
family                     synth area share, %
adders and majority gates                3.931
muxes                                    11.54
buffers and inverters                    2.519
DFF                                      54.72
xor gates and xnor gates                 6.526
and+or+nand+nor                          13.20
AOI/OAI and AO/OA                        7.559
-- routing by layer --
layer	vias to the layer above	share of wire (%)	track usage (%)	wire, um
met2	157	44	18.62	8877
met3	9	6.6	3.413	1347
met5	-	0	0	0
met1	3263	49	20.85	9979
li1	3286	-	-	-
met4	0	0.56	1.000	114
-- final cells by class --
class	instances	area, um^2
Fill cell	3189	20600
Sequential cell	189	5439
Multi-Input combinational cell	596	4257
Timing Repair Buffer	101	975.9
Tap cell	442	553.0
Clock buffer	18	429.2
Clock inverter	14	165.2
Inverter	32	121.4
-- layout by cell type, fill, tap and decap left out, drive strengths merged, types with 11 or more instances in the layout --
master         instances
nor2                  78
clkbuf                18
nand2                 62
xnor2                 43
ha                    28
inv                   38
xor2                  31
edfxtp               140
mux2i                 11
nor3                  24
buf                   13
nor2b                 15
nand3                 28
nand4                 11
o21ai                 43
mux2                  92
clkdlybuf4s50         88
a21oi                 28
dfrtp                 45
-- cell usage after synthesis, types with 3 or more instances --
cell type  number  share of area [%]
clkbuf_1       32                1.2
dfstp_2         4                1.1
nand2_1        62                2.3
dfrtp_1        45                 11
a21o_1          7               0.53
mux2_2         92                 10
nor2_1         78                2.9
nor3_1         23                1.2
and2_1          5               0.31
xnor2_1        43                3.8
inv_1          29                1.1
nand3_1        27                1.4
and4_1          3               0.26
xor2_1         31                2.7
nand2b_1        6               0.38
and3_1          9               0.57
a31oi_1         8               0.50
edfxtp_1      140                 42
o21a_1          4               0.30
a2111oi_0       3               0.26
o31ai_1         3               0.23
nor4_1          8               0.50
mux2i_1        11                1.1
a211oi_1        3               0.23
nor2b_1        15               0.94
o211ai_1        7               0.53
nand4_1        11               0.69
ha_1           28                3.5
a21oi_1        28                1.4
or3_1           6               0.38
o21ai_0        43                2.2
-- worst register-to-register path, delay by kind of cell (launching register included) --
family	cells	cell delay, ns
and+or+nand+nor	3	1.22
buffers and inverters	4	0.88
AOI/OAI and AO/OA	2	0.81
DFF	1	0.40
adders and majority gates	1	0.13
-- final timing paths --
path,depth (start not counted),slack [ns],end,start
worst max-delay path,12,2.26,scheme[16],ctg[1]
worst min-delay path,1,0.48,awaitscheme,awaitscheme
worst max register to register,10,3.46,scheme[16],div_counter[1]
worst min register to register,1,0.48,awaitscheme,awaitscheme
max in group asynchronous,2,5.66,id[1],reset
min in group asynchronous,2,1.11,data_sent[8],reset
Power figures rest on the tool's default switching activity, not on a simulated workload.
